<file path="./run.sh">
#!/bin/bash
# OpenROAD 26Q1-2900-gdf79404cd8, Yosys 0.63+post, stock flow scripts
make -C /OpenROAD-flow-scripts/flow DESIGN_CONFIG=/design/flow/config.mk WORK_HOME=/design/flow/orfs finish
</file>
<file path="./config.mk">
export PLATFORM = sky130hd
export DESIGN_NAME = matmul
export DESIGN_NICKNAME = matmul
export VERILOG_FILES = /design/flow/design.v
export SDC_FILE = /design/flow/constraint.sdc
export NUM_CORES = 4
export LEC_CHECK = 1
export CORE_UTILIZATION = 30
export SYNTH_HDL_FRONTEND = slang
</file>
<file path="./constraint.sdc">
current_design matmul

set clk_period 20.2
set clk_io_pct 0.2

create_clock -name clk0 -period $clk_period [get_ports {clk}]

set non_clock_inputs [all_inputs -no_clocks]
set_input_delay [expr $clk_period * $clk_io_pct] -clock clk0 $non_clock_inputs
set_output_delay [expr $clk_period * $clk_io_pct] -clock clk0 [all_outputs]
</file>
<file path="./design.v">
`default_nettype none 
module dot_product(v1, v2, out);
  parameter N = 32;
  parameter BITS = 8;
  parameter OUT_BITS = BITS * 4;
	input wire [N*BITS-1:0] v1, v2;
	output logic [N*OUT_BITS-1:0] out;   
	generate
		genvar i;
		for (i = 0; i < N; i = i + 1) begin
			always_comb begin
				out[(OUT_BITS*(i+1))-1:OUT_BITS*i] =
					v1[(BITS*(i+1))-1:BITS*i] * v2[(BITS*(i+1))-1:BITS*i];
			end
		end
	endgenerate
endmodule
`default_nettype wire 
`default_nettype none 
module matmul(
	clk, rst,
	m1_addr, m1_data,
	m2_addr, m2_data,
	m3_wr_addr, m3_wr_data, m3_wr_ena,
	valid
);
  parameter A = 16;
  parameter B = 32;
  parameter C = 24;
  parameter BITS = 8;
	parameter OUT_BITS = BITS * 4;
	parameter M1_L = A;
	parameter M2_L = C;
	parameter M12_W = B * BITS;
	parameter M3_L = A * C;
	parameter M3_W = OUT_BITS;
  input wire clk, rst;
	output logic valid;
	output logic [$clog2(M1_L)-1:0] m1_addr;
	input wire [M12_W-1:0] m1_data;
	output logic [$clog2(M2_L)-1:0] m2_addr;
	input wire [M12_W-1:0] m2_data;
	output logic [$clog2(M3_L)-1:0] m3_wr_addr;
	output logic [M3_W-1:0] m3_wr_data;
	output logic m3_wr_ena;
	assign m3_wr_ena = 1;  
	logic [$clog2(M1_L)-1:0] row;
	logic [$clog2(M2_L)-1:0] col;
  always_ff @(posedge clk) begin : row_col_incr 
    if (rst) begin
    	row <= 0;
			col <= 0;
			valid <= 0;
    end else if (~valid) begin
			row <= row + 1;
			if (row == M1_L-1) begin   
				if (col == M2_L-1) begin   
					valid <= 1;
				end else begin
					col <= col + 1;
					row <= 0;
				end
			end
    end
  end  
	always_comb begin
		m1_addr = row;
		m2_addr = col;
		m3_wr_addr = (row * C) + col;
	end
	wire [B*OUT_BITS-1:0] dot_product_out;
	dot_product #(.N(B), .BITS(BITS)) DOT_PROD(
		.v1(m1_data), .v2(m2_data), .out(dot_product_out)
	);
	tree_sum #(.N(B), .BITS(OUT_BITS)) TREE_SUM(
		.in_vals(dot_product_out), .out(m3_wr_data)
	);
endmodule
`default_nettype wire 
`default_nettype none 
module tree_sum(in_vals, out);
  parameter N = 32;
  parameter BITS = 32;
	input wire [N*BITS-1:0] in_vals;
	output logic [BITS-1:0] out; 
	always_comb begin
		out =
			in_vals[0 +: BITS] + 
			in_vals[32 +: BITS] + 
			in_vals[64 +: BITS] + 
			in_vals[96 +: BITS] + 
			in_vals[128 +: BITS] + 
			in_vals[160 +: BITS] + 
			in_vals[192 +: BITS] + 
			in_vals[224 +: BITS] + 
			in_vals[256 +: BITS] + 
			in_vals[288 +: BITS] + 
			in_vals[320 +: BITS] + 
			in_vals[352 +: BITS] + 
			in_vals[384 +: BITS] + 
			in_vals[416 +: BITS] + 
			in_vals[448 +: BITS] + 
			in_vals[480 +: BITS] + 
			in_vals[512 +: BITS] + 
			in_vals[544 +: BITS] + 
			in_vals[576 +: BITS] + 
			in_vals[608 +: BITS] + 
			in_vals[640 +: BITS] + 
			in_vals[672 +: BITS] + 
			in_vals[704 +: BITS] + 
			in_vals[736 +: BITS] + 
			in_vals[768 +: BITS] + 
			in_vals[800 +: BITS] + 
			in_vals[832 +: BITS] + 
			in_vals[864 +: BITS] + 
			in_vals[896 +: BITS] + 
			in_vals[928 +: BITS] + 
			in_vals[960 +: BITS] + 
			in_vals[992 +: BITS];
	end
endmodule
`default_nettype wire 
</file>
==> changes_impl.md <==
## Implementation

- Run status: complete, no violations
- Via count of the routed design: 49700
- CP Data Required Time: between 15000 and 20000 ps
- Fraction of the yosys area taken by sequential cells: 0.277%
- Pin count of the biggest net entering global routing: 11
- I/O pin count: between 500 and 600
- Area of the placeable core: ~240000 um^2
- Maximum clock frequency: 50.6 MHz
- Die Area: between 200000 and 250000 um^2
- Worst clock skew: 1.24 ps
- Reg-to-reg setup timing slack: about 18000 ps
- Most frequently placed logic cells in the final layout: sky130_fd_sc_hd__inv_1 (2201), sky130_fd_sc_hd__fa_1 (1995), sky130_fd_sc_hd__and2_1 (1139)
- Vias in the first global route: between 50000 and 60000
- Global-route wire length before repair: 341000 um
- Period Utilization, post-route: 97.8%
- Post-synthesis to final-layout area growth: 15.1%
- Initial Util: a little under a third
- Number of hold violations in the final report: 0
- Share of cells above drive strength 1: 2.71%
- WHS Path Cells: 2
- Crit path max fanout: 7
- Number of warnings the tools reported: about 52
- Post-synth tally of flip-flops with integrated enable: 0
- Main synth FF type: sky130_fd_sc_hd__dfxtp_1
- Post-Synthesis Cells: 7453
- Multi-input gate area in the final layout: 64100 um^2
- Cell family with most CP delay: adder cells
- Fraction of registers with async set or reset after synthesis: 0%
- Clock-pin slew reported for the worst setup and hold paths after clock tree synthesis: approximately 40 ps
- Vertical die size: ~490 um
- Actual transition at the worst max-transition pin: roughly 630 ps
- XOR Share, Synth: less than 1%
- Reg-to-reg critical path endpoint: m2_addr[3]$_SDFFE_PP0P_
- Worst path slowest cell: sky130_fd_sc_hd__fa_1
- Pins over their slew limit: 0
- CP Data Arrival Time: 15710 ps
- Most common cell after layout, fill and taps aside: sky130_fd_sc_hd__inv_1
- H-Tree Depth: 1
- R2R Path Start: m1_addr[2]$_SDFFE_PP0N_
- Hold Crit Class: reg -> reg
- Routed vias/inst: 4.39
- DRC violation count after routing: 0
- Die X: 493 um
- Adder and majority gate portion of the synthesized area: a little over 70%
- Critical Path End Type: output port
- Half-perimeter wire length of the detailed placement result: 211000 um
- Post-DRT Antenna Nets: 0
- TritonCTS clock tree: built
- TritonCTS Sinks: 10
- Area fraction in compound gates: 0.916%
- Detailed Route Iter0 Violations: 1723
- Storage element area: roughly 200 um^2
- Final instance count without filler cells: roughly 11000
- Register bit count reported by yosys: 10
- Inserted Clock Buffers: 3
- First-pass detailed-route iteration total: 5
- Clk ins delay skew pair: around 230 ps
- Sort of element at the start of the critical path: primary input
- Final count of negative-setup-slack endpoints: 0
- Yosys warns: 0
- Cell total after placement: 11300
- Unique cell type count in the Yosys netlist: approximately 62
- Crit path time final: between 15000 and 20000 ps
- RD Place Congestion: slightly below 1
- Max-cap violations: 0
- # fillers: ~24000
- Crit Path Class: in -> out
- Number of standard cells reported by yosys: 7453
- Min-Delay Endpoint: m2_addr[1]$_SDFFE_PP0P_
- Cell at the root of the clock tree: sky130_fd_sc_hd__clkbuf_16
- Number of antenna violations at the first check in global routing: between 70 and 80
- Total Wirelength: about 220000 um
- Post-synthesis area per instance: between 9 and 10 um^2
- Syn Std Cell Area: 72200 um^2
- Area fraction in mux cells: 0.0416%
- RSZ-0062 raised after global routing: false
- Detail-routed net length per standard cell: just under 20 um
- Number of placement rows: between 150 and 200
- Simple-gate share of the synthesized area: between 10% and 20%
- Maximum buffer depth of the clock tree: 2
- Cell count of the worst reg-to-reg path: 6
- Headroom to the max-slew limit: between 50% and 60%
- Critical path's most frequent cell: sky130_fd_sc_hd__fa_1
- Dominant kind of combinational cell: adder cells
- WP buf/inv: 13
- Overall global routing resource usage: about a fifth
- CP max stage delay: approximately 580 ps
- Aggregate global routing overflow: 0
- Startpoint of the worst hold path: m2_addr[1]$_SDFFE_PP0P_
- Port-buffer cells: between 500 and 600
- Area of the synthesized netlist per yosys stat: roughly 72000 um^2
[what timing repair did]
action,in CTS,in global routing
buffers inserted,3,8
pin swaps,34,75
hold buffers,0,0
cloned,0,0
endpoints found under the setup margin,15,15
resized,68,106
[cell type report]
type,instances,share of cell area (%)
Antenna cell,29,0.0873
Multi-Input combinational cell,5222,77.1
Timing Repair Buffer,677,7.79
Sequential cell,10,0.241
Inverter,2209,9.97
Clock buffer,3,0.0903
Tap cell,3167,4.77
[per-layer routing]
layer	GRT usage [%]	part of all wire, %	vias up
li1	-	-	22600
met1	26.1	38	25300
met2	31.3	48	1611
met3	9.57	12	163
met4	3.76	1.9	44
met5	0	0.12	-
[cell usage after synthesis, types with 2 or more instances]
library cell	n	area share, %
sky130_fd_sc_hd__inv_1	2209	11
sky130_fd_sc_hd__fa_1	2006	56
sky130_fd_sc_hd__and2_1	1140	9.9
sky130_fd_sc_hd__nand2_1	936	4.9
sky130_fd_sc_hd__ha_1	904	16
sky130_fd_sc_hd__a21oi_1	33	0.23
sky130_fd_sc_hd__nor2_1	30	0.16
sky130_fd_sc_hd__xnor2_1	20	0.24
sky130_fd_sc_hd__o21ai_0	16	0.11
sky130_fd_sc_hd__nand3_1	14	0.097
sky130_fd_sc_hd__buf_4	13	0.14
sky130_fd_sc_hd__nor3_1	11	0.076
sky130_fd_sc_hd__xor2_1	11	0.13
sky130_fd_sc_hd__dfxtp_1	10	0.28
sky130_fd_sc_hd__nor2b_1	9	0.078
sky130_fd_sc_hd__a21o_1	6	0.062
sky130_fd_sc_hd__and3_1	6	0.052
sky130_fd_sc_hd__o211ai_1	6	0.062
sky130_fd_sc_hd__clkbuf_1	5	0.026
sky130_fd_sc_hd__a31oi_1	4	0.035
sky130_fd_sc_hd__nand3b_1	4	0.042
sky130_fd_sc_hd__o21a_1	4	0.042
sky130_fd_sc_hd__a21oi_2	3	0.036
sky130_fd_sc_hd__mux2i_1	3	0.042
sky130_fd_sc_hd__o31ai_1	3	0.031
sky130_fd_sc_hd__or3_1	3	0.026
sky130_fd_sc_hd__a211o_1	2	0.024
sky130_fd_sc_hd__a221oi_1	2	0.024
sky130_fd_sc_hd__and4_1	2	0.024
sky130_fd_sc_hd__conb_1	2	0.010
sky130_fd_sc_hd__nand4_1	2	0.017
sky130_fd_sc_hd__nand4b_1	2	0.024
sky130_fd_sc_hd__o221ai_1	2	0.024
sky130_fd_sc_hd__or4_1	2	0.021
[registers in the layout, indices dropped and copies added, names as in the netlist]
name     flops
m2_addr      5
valid        1
m1_addr      4
[how the worst max path moves through the flow]
stage / startpoint / to / slack, ps / depth (start not counted)
finish: m2_data[10] / m3_wr_data[21] / 450 / 40
global route: m2_data[2] / m3_wr_data[22] / 4 / 46
CTS: m1_data[3] / m3_wr_data[22] / -6 / 45
[cell families (layout without fill, tap and decap cells)]
kind of cell,after synthesis,in the layout
adder cells (fa/ha/maj),2910,2910
buffers and inverters,2229,2889
AND/OR/NAND/NOR,2169,2169
AND-OR/OR-AND,99,99
XOR/XNOR,31,31
flip-flops,10,10
multiplexers,3,3
other,2,39
[metrics by stage]
stage | worst slack [ps] | instance area [um^2] | TNS, ps | util, % | hold slack, ps
floorplan | 1340 | 72300 | 0 | - | 508
global placement | -575 | 82500 | -5710 | 34.6 | 548
detailed placement | -531 | 82500 | -5060 | 34.6 | 565
CTS | -5.78 | 82800 | -5.78 | 34.7 | 569
global route | 4.22 | 83100 | 0 | 34.8 | 619
finish | 446 | 83200 | 0 | 34.9 | 564
[worst min-delay path, cell delays in order, from the launching register on]
cell,delay (ps)
sky130_fd_sc_hd__dfxtp_1,340
sky130_fd_sc_hd__mux2i_1,130
sky130_fd_sc_hd__nor2_1,50
