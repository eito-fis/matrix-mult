File: flow/design.v
`default_nettype none 
module matmul_n(
	clk, rst,
	m1_addr, m1_data,
	m2_addr, m2_data,
	m3_wr_addr, m3_wr_data, m3_wr_ena,
	valid
);
  parameter A = 16;
  parameter B = 32;
  parameter C = 24;
  parameter BITS = 8;
	parameter OUT_BITS = BITS * 4;
	parameter M1_L = A;
	parameter M2_L = C;
	parameter M12_W = B * BITS;
	parameter M3_L = A * C;
	parameter M3_W = OUT_BITS;
  input wire clk, rst;
	output logic valid;
	output logic [$clog2(M1_L)-1:0] m1_addr;
	input wire [M12_W-1:0] m1_data;
	output logic [$clog2(M2_L)-1:0] m2_addr;
	input wire [M12_W-1:0] m2_data;
	output logic [$clog2(M3_L)-1:0] m3_wr_addr;
	output logic [M3_W-1:0] m3_wr_data;
	output logic m3_wr_ena;
	logic incr_ena;
	logic [$clog2(M1_L)-1:0] row;
	logic [$clog2(M2_L)-1:0] col;
  always_ff @(posedge clk) begin : row_col_incr 
    if (rst) begin
    	row <= 0;
			col <= 0;
			valid <= 0;
    end else if (~valid & incr_ena) begin
			row <= row + 1;
			if (row == M1_L-1) begin   
				if (col == M2_L-1) begin   
					valid <= 1;
				end else begin
					col <= col + 1;
					row <= 0;
				end
			end
    end
  end  
	always_comb begin
		m1_addr = row;
		m2_addr = col;
		m3_wr_addr = (row * C) + col;
	end
	logic [$clog2(B):0] chunk;
	logic [BITS-1:0] m1_cell, m2_cell;
	logic [OUT_BITS-1:0] prod, accum;
	always_comb begin
		m1_cell = m1_data[chunk * BITS +: BITS];
		m2_cell = m2_data[chunk * BITS +: BITS];
		prod = m1_cell * m2_cell;
	end
	always_comb m3_wr_data = accum;
	enum logic {ACCUM, INCR} state;
	always_comb begin: FSM_COMB
		case (state)
			ACCUM: begin
				m3_wr_ena = 0;
				incr_ena = 0;
			end
			INCR: begin
				m3_wr_ena = 1;
				incr_ena = 1;
			end
			default: begin end
		endcase
	end
  always_ff @(posedge clk) begin : FSM
    if (rst) begin
			state <= ACCUM;
			chunk <= 0;
			accum <= 0;
    end else if (~valid) begin
			case (state)
				ACCUM: begin
					accum <= accum + prod;
					if (chunk == B - 1) begin
						state <= INCR;
					end else begin
						chunk <= chunk + 1;
					end
				end
				INCR: begin
					state <= ACCUM;
					chunk <= 0;
					accum <= 0;
				end
				default: begin end
			endcase
    end
  end  
endmodule
`default_nettype wire 
File: flow/config.mk
export PLATFORM = sky130hd
export DESIGN_NAME = matmul_n
export DESIGN_NICKNAME = matmul_n
export VERILOG_FILES = /design/flow/design.v
export SDC_FILE = /design/flow/constraint.sdc
export NUM_CORES = 4
export LEC_CHECK = 1
export CORE_AREA = 10 10 235 235
export DIE_AREA = 0 0 245 245
export SYNTH_HDL_FRONTEND = slang
File: flow/constraint.sdc
current_design matmul_n

set clk_period 24.4
set clk_io_pct 0.2

create_clock -name clk0 -period $clk_period [get_ports {clk}]

set non_clock_inputs [all_inputs -no_clocks]
set_input_delay [expr $clk_period * $clk_io_pct] -clock clk0 $non_clock_inputs
set_output_delay [expr $clk_period * $clk_io_pct] -clock clk0 [all_outputs]
File: flow/run.sh
#!/bin/bash
# OpenROAD 26Q1-2900-gdf79404cd8, Yosys 0.63+post, stock flow scripts
make -C /OpenROAD-flow-scripts/flow DESIGN_CONFIG=/design/flow/config.mk WORK_HOME=/design/flow/orfs finish
==> results.txt <==
Implementation status.

- The run finished with clean final reports.
- The arrival time at the worst endpoint is between 10 and 15 ns.
- The worst VDD IR drop from the latest analysis is 0.107 mV.
- The average instance in the mapped netlist occupies 11.0 um2.
- The count of endpoints failing setup in the final report is 0.
- The distinct cell type count of the synthesized netlist is 53.
- Per the gpl log, the routability congestion estimate is 0.956.
- The initial DRC count is ~460.
- The worst-case clock buffer depth is 2.
- The post-layout period usage of the worst path is 44.9%.
- The worst reg2reg path depth is 21.
- The cell seen most often among critical-path stages is fa_1.
- Detailed placement finished with a half-perimeter wire length of 49.7 mm.
- The fraction of the yosys area taken by sequential cells is 10.6%.
- The overall power consumption is 1.28 mW.
- The routed wire length is 55.4 mm.
- The via count of the first global-routing pass is 10300.
- The tree is rooted in a clkbuf_16.
- The end of the critical path is m3_wr_data[16]$_SDFFE_PP0N_.
- The flow reports an fmax of between 90 and 100 MHz.
- The total setup buffers inserted after CTS is 0.
- The leakage power is approximately 5.8 nW.
- Per the run summary, max-cap violations total 0.
- The worst setup path is launched from an input pin.
- The register-to-register setup slack is 16.54 ns.
- The origin of the critical flop-to-flop path is chunk[0]$_SDFFE_PP0P_.
- The global-route wire length before repair is 77.0 mm.
- The number of enable flip-flop cells is 0.
- Row generation in the floorplan step produced 82 rows.
- The total of cells resized after clock tree synthesis is 0.
- The routed design shows a via density per instance of 4.56.
- The register cell area after layout is 993 um2.
- The hold violation total from the final report is 0.
- The max-slew violation count is 0.
- The area of the chip is between 60000 and 70000 um2.
- The synthesis area per yosys is 9230 um2.
- TritonRoute output was used to compute an average wire per cell of 27.0 um.
- The slack of the critical path is 13.44 ns.
- The CTS tree is yes.
- The cell with the biggest individual delay on the critical path is or4b_2.
- Per the timing report, the most critical flop-to-flop path finishes at m3_wr_data[16]$_SDFFE_PP0N_.
- TritonCTS reports the number of clock sinks as 49.
- The synthesized area is 9230 um2.
- The count of input and output buffers is about 570.
- Detailed routing inserted a total of 9355 vias.
- The first detailed-routing pass ran for 5 iterations.
- The fraction of synthesis flops using an asynchronous set or reset pin is 0%.
- The dominant delay contributor by cell family on the critical path is adder cells.
- The detail route stage leaves a number of antenna-violating nets equal to 0.
- The signal on the critical path passes through clkdlybuf4s50_1, mux4_2, mux2i_1, a221oi_1, o21ai_2, or2_1, fa_1, fa_1, inv_1, fa_1, inv_1, fa_1, inv_1, ha_1, nand4_1, a211oi_1, nor3_1, or4b_2, nand3_1.
- The placeable core region is 50100 um2.
- The path class of the lowest-slack min-delay path is reg2reg.
- The final instance area is 15600 um2.
- The die height is ~250 um.
- Logged for this run, the post-placement worst setup slack is between 10 and 15 ns.
- Per the synth log, the flip-flop and latch total comes to 49.
- The transition time of the tightest slew-check pin is 0.872 ns.
- Summing all multi-input logic gate instances after layout gives approximately 7500 um2.
- Entering global routing, the biggest net connects 48 pins.
- Setup repair after global routing left no endpoint under its margin.
- The final-layout fill cell count is around 5200.
- The total number of cells along the worst setup path is 19.
- The biggest fanout along the worst timing path is 8.
- Per the post-synthesis report, the number of cells in the design is 840.
- The total power density per cell area is 81.6 nW/um2.
- The H-tree was split into 2 levels.
- The aggregate global-route resource usage is 18.5%.
- The timing startpoint of the critical path is m2_data[6].
- The post-layout instance count excluding filler cells is 2053.
- The cell area reported after detailed placement is 15500 um2.
- The number of remaining DRC errors is 0.
- The number of antenna violations at the first check in global routing is 27.
- Once layout is complete, the utilization of the core stands at 31.2%.
- The area added between synthesis and finish is 69.4%.
- The yosys cell count is 840.
- The clock latency on the worst-skew pair is 0.31 ns.
- Per the TritonCTS log, the buffer count is 5.
- The maximum clock skew at final layout is between 0.009 and 0.01 ns.
- For this design, the CTS-stage hold fixing added 0 buffers.
- The cell count after placement is 2033.
- The element type at the critical path end is a register.
- At the floorplan stage, the core utilization is reported as 18.4%.
- The clock period could shrink to 10.96 ns.
- The type of the worst setup path is in2reg.
- The critical path required time is 24.65 ns.
- The sum of overflow across all layers after global routing is 0.
- The total negative slack is 0 ns.
- In the CTS report, the clock slew at the register clock pins of the worst setup and hold paths is listed as 0.07 ns.
- 566 I/O pins were placed.
- Together, buffers and inverters on the worst path number 4.
- Of the cells placed in the final design, the portion with a size suffix greater than 1 is about an eighth.
- The floorplan die width is approximately 250 um.
- The number of warnings the tools reported is 27.
- Final hold analysis gives a worst-case slack of roughly 0.49 ns.
- The delay of the slowest critical-path stage is 0.67 ns.
- The prevailing post-synth register cell is dfxtp_1.
- The Yosys warning count is 0.
- Checking max transition, the worst relative margin is between 40% and 50%.
-- layout make-up --
type	count	area share, %
multi-input combinational	634	47.9
timing repair buffer	578	36.8
sequential	49	6.35
tap	672	5.38
inverter	100	2.40
clock buffer	5	0.800
antenna	12	0.192
clock inverter	3	0.160
-- layout by cell type (no fill, tap or decap), types with 20 or more instances in the layout --
cell type	instances
fa_1	52
nand2_1	32
mux4_1	26
nor2_1	75
ha_1	50
mux4_2	118
clkdlybuf4s50_1	565
xnor2_1	20
dfxtp_1	45
a21oi_1	36
inv_1	100
mux2i_1	40
-- state kept, by name (all words and copies together), names as in the netlist --
name        flops
chunk           6
m1_addr         4
m2_addr         5
m3_wr_data     32
state           1
valid           1
-- routing by layer --
metal / up-vias / global-route usage (%) / wire length [um]
met2: 385 / 33.8 / 30000
met1: 4643 / 20.4 / 19900
li1: 4275 / - / -
met3: 48 / 5.95 / 4280
met4: 4 / 4.49 / 1100
met5: - / 0 / 27
-- logic make-up after synthesis --
| group | Yosys count | synth area share [%] |
|---|---|---|
| flip-flops | 49 | 10.6 |
| adder cells (fa/ha/maj) | 102 | 18.1 |
| multiplexers | 184 | 40.5 |
| AND/OR/NAND/NOR | 204 | 11.3 |
| AND-OR/OR-AND | 112 | 8.20 |
| buffers and inverters | 157 | 8.19 |
| XOR/XNOR | 32 | 3.04 |
-- power breakdown --
part / switching (mW) / total, mW / internal [mW]
Sequential: 0.0172 / 0.115 / 0.0983
Combinational: 0.567 / 1.09 / 0.521
Clock: 0.0342 / 0.0728 / 0.0386
-- how the worst min path moves through the flow --
stage                            endpoint  slack (ns)  depth (start not counted)                   startpoint
CTS           m3_wr_data[16]$_SDFFE_PP0N_        0.50                          2  m3_wr_data[16]$_SDFFE_PP0N_
global route  m3_wr_data[16]$_SDFFE_PP0N_        0.54                          2  m3_wr_data[16]$_SDFFE_PP0N_
finish        m3_wr_data[16]$_SDFFE_PP0N_        0.49                          2  m3_wr_data[16]$_SDFFE_PP0N_
-- synthesized netlist by cell type, types with 2 or more instances --
library cell | number | share of area, %
mux4_2 | 118 | 29
inv_1 | 100 | 4.1
nor2_1 | 75 | 3.1
fa_1 | 52 | 11
ha_1 | 50 | 6.8
dfxtp_1 | 49 | 11
mux2i_1 | 40 | 4.3
a21oi_1 | 36 | 2.0
nand2_1 | 32 | 1.3
mux4_1 | 26 | 7.4
xnor2_1 | 20 | 1.9
nand4_1 | 19 | 1.3
buf_2 | 16 | 0.87
buf_4 | 14 | 1.1
clkbuf_1 | 13 | 0.53
a22oi_1 | 12 | 0.98
or2_1 | 12 | 0.81
xor2_1 | 12 | 1.1
nand2b_1 | 11 | 0.75
nor2b_1 | 11 | 0.75
o21ai_0 | 10 | 0.54
a221oi_1 | 8 | 0.76
buf_6 | 8 | 0.98
nand3_1 | 8 | 0.43
o21ai_2 | 8 | 0.76
or3_1 | 8 | 0.54
a22o_1 | 7 | 0.66
nor3_1 | 7 | 0.38
a21o_1 | 6 | 0.49
nand3_2 | 6 | 0.65
a211oi_1 | 5 | 0.41
a31oi_1 | 3 | 0.20
buf_1 | 3 | 0.12
buf_8 | 3 | 0.49
nor4_1 | 3 | 0.20
o211ai_1 | 3 | 0.24
o21ai_1 | 3 | 0.16
a2111o_1 | 2 | 0.24
a41oi_1 | 2 | 0.19
and2_1 | 2 | 0.14
and3_1 | 2 | 0.14
and4b_1 | 2 | 0.22
nand4b_1 | 2 | 0.19
o21a_1 | 2 | 0.16
-- worst reg2reg max path, delay by kind of cell, from the launching register on --
| family | cells | cell delay (ns) |
|---|---|---|
| fa+ha+maj | 5 | 2.43 |
| simple gates | 7 | 1.61 |
| flops | 1 | 0.62 |
| compound gates | 1 | 0.49 |
| mux | 2 | 1.23 |
| buf+inv | 6 | 1.43 |
Power and IR drop assume default switching activity.
